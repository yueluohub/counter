--- ./design.v ---
`timescale 1ns / 1ps 
`default_nettype none
module clk_en(
    i_clk,
    i_en,
    o_clk
);
input  wire i_clk;
input  wire i_en;
output wire  o_clk;
assign o_clk = i_clk & i_en;
endmodule
`default_nettype wire
`timescale 1ns / 1ps 
`default_nettype none
module clk_inv(
    i_clk,
    o_clk
);
input  wire i_clk;
output wire o_clk;
assign o_clk = !i_clk ;
endmodule
`default_nettype wire
`timescale 1ns / 1ps 
`default_nettype none
module clk_mux21(
    i_clk0,
    i_clk1,
    i_sel,
    o_clk
);
input	wire i_clk0;
input	wire i_clk1;
input	wire i_sel;
output	wire o_clk;
assign o_clk = i_sel ? i_clk1 : i_clk0;
endmodule
`default_nettype wire
`timescale 1ns / 1ps 
`default_nettype none
module clk_mux81(
    i_clk,
    i_sel,
    o_clk
);
input wire [7:0] i_clk;
input wire [2:0] i_sel;
output	reg o_clk;
always @* begin
case(i_sel)
    3'h0: o_clk = i_clk[0];
    3'h1: o_clk = i_clk[1];
    3'h2: o_clk = i_clk[2];
    3'h3: o_clk = i_clk[3];
    3'h4: o_clk = i_clk[4];
    3'h5: o_clk = i_clk[5];
    3'h6: o_clk = i_clk[6];
    3'h7: o_clk = i_clk[7];
endcase
end
endmodule
`default_nettype wire
`timescale 1ns / 1ps 
`default_nettype none
module counter_clkgen(
        i_power_rstn,
        i_inner_clk,
        i_extern_clk,
        i_counter_douta,
        i_clk_sel_c0,
        i_clk_sel_c1,
        i_clk_sel_c2,
        i_clk_sel_c3,
        i_clk_inv_en_c0,
        i_clk_inv_en_c1,
        i_clk_inv_en_c2,
        i_clk_inv_en_c3,
        i_clk_enable_c0,
        i_clk_enable_c1,
        i_clk_enable_c2,
        i_clk_enable_c3,
        o_clk,
        o_rstn
);
input wire i_power_rstn;
input wire [1:0] i_inner_clk;
input wire [2:0] i_extern_clk;
input wire [3:0] i_counter_douta;
input wire [3:0] i_clk_sel_c0;
input wire [3:0] i_clk_sel_c1;
input wire [3:0] i_clk_sel_c2;
input wire [3:0] i_clk_sel_c3;
input wire  i_clk_inv_en_c0;
input wire  i_clk_inv_en_c1;
input wire  i_clk_inv_en_c2;
input wire  i_clk_inv_en_c3;
input wire  i_clk_enable_c0;
input wire  i_clk_enable_c1;
input wire  i_clk_enable_c2;
input wire  i_clk_enable_c3;
output wire [3:0] o_clk;
output wire [3:0] o_rstn;
wire w_clk_c0,w_clkinv_c0,w_clk_c0_rslt;
clk_mux81   u81_c0(.i_clk({i_counter_douta[3],i_counter_douta[2],i_counter_douta[1],i_extern_clk[2:0],i_inner_clk[1:0]}),.i_sel(i_clk_sel_c0[2:0]),.o_clk(w_clk_c0) );
clk_inv clk_inv_c0(.i_clk(w_clk_c0),.o_clk(w_clkinv_c0));
clk_mux21   u21_c0(.i_clk0(w_clk_c0),.i_clk1(w_clkinv_c0),.i_sel(i_clk_inv_en_c0),.o_clk(w_clk_c0_rslt) );
rst_syn rst_syn_c0(.i_clk(w_clk_c0_rslt),.i_rstn(i_power_rstn),.o_rstn(o_rstn[0]));
clk_en  clk_en_c0(.i_clk(w_clk_c0_rslt),.i_en(i_clk_enable_c0),.o_clk(o_clk[0]) );
wire w_clk_c1,w_clkinv_c1,w_clk_c1_rslt;
clk_mux81   u81_c1(.i_clk({i_counter_douta[3],i_counter_douta[2],i_counter_douta[0],i_extern_clk[2:0],i_inner_clk[1:0]}),.i_sel(i_clk_sel_c1[2:0]),.o_clk(w_clk_c1) );
clk_inv clk_inv_c1(.i_clk(w_clk_c1),.o_clk(w_clkinv_c1));
clk_mux21   u21_c1(.i_clk0(w_clk_c1),.i_clk1(w_clkinv_c1),.i_sel(i_clk_inv_en_c1),.o_clk(w_clk_c1_rslt) );
rst_syn rst_syn_c1(.i_clk(w_clk_c1_rslt),.i_rstn(i_power_rstn),.o_rstn(o_rstn[1]));
clk_en  clk_en_c1(.i_clk(w_clk_c1_rslt),.i_en(i_clk_enable_c1),.o_clk(o_clk[1]) );
wire w_clk_c2,w_clkinv_c2,w_clk_c2_rslt;
clk_mux81   u81_c2(.i_clk({i_counter_douta[3],i_counter_douta[1],i_counter_douta[0],i_extern_clk[2:0],i_inner_clk[1:0]}),.i_sel(i_clk_sel_c2[2:0]),.o_clk(w_clk_c2) );
clk_inv clk_inv_c2(.i_clk(w_clk_c2),.o_clk(w_clkinv_c2));
clk_mux21   u21_c2(.i_clk0(w_clk_c2),.i_clk1(w_clkinv_c2),.i_sel(i_clk_inv_en_c2),.o_clk(w_clk_c2_rslt) );
rst_syn rst_syn_c2(.i_clk(w_clk_c2_rslt),.i_rstn(i_power_rstn),.o_rstn(o_rstn[2]));
clk_en  clk_en_c2(.i_clk(w_clk_c2_rslt),.i_en(i_clk_enable_c2),.o_clk(o_clk[2]) );
wire w_clk_c3,w_clkinv_c3,w_clk_c3_rslt;
clk_mux81   u81_c3(.i_clk({i_counter_douta[2],i_counter_douta[1],i_counter_douta[0],i_extern_clk[2:0],i_inner_clk[1:0]}),.i_sel(i_clk_sel_c3[2:0]),.o_clk(w_clk_c3) );
clk_inv clk_inv_c3(.i_clk(w_clk_c3),.o_clk(w_clkinv_c3));
clk_mux21   u21_c3(.i_clk0(w_clk_c3),.i_clk1(w_clkinv_c3),.i_sel(i_clk_inv_en_c3),.o_clk(w_clk_c3_rslt) );
rst_syn rst_syn_c3(.i_clk(w_clk_c3_rslt),.i_rstn(i_power_rstn),.o_rstn(o_rstn[3]));
clk_en  clk_en_c3(.i_clk(w_clk_c3_rslt),.i_en(i_clk_enable_c3),.o_clk(o_clk[3]) );
endmodule
`default_nettype wire
`timescale 1ns / 1ps 
`default_nettype none
module rst_syn(
    i_clk,
    i_rstn,
    o_rstn
);
input  wire i_clk;
input  wire i_rstn;
output wire  o_rstn;
reg [1:0] rstn_syn;
always @(posedge i_clk) begin
    rstn_syn <= i_rstn;
end
assign o_rstn = rstn_syn && i_rstn;
endmodule
`default_nettype wire
--- ./run.sh ---
#!/bin/bash
# OpenROAD 26Q1-2900-gdf79404cd8, Yosys 0.63+post, stock flow scripts
make -C /OpenROAD-flow-scripts/flow DESIGN_CONFIG=/design/flow/config.mk WORK_HOME=/design/flow/orfs finish
--- ./config.mk ---
export PLATFORM = sky130hd
export DESIGN_NAME = counter_clkgen
export DESIGN_NICKNAME = counter_clkgen
export VERILOG_FILES = /design/flow/design.v
export SDC_FILE = /design/flow/constraint.sdc
export NUM_CORES = 4
export LEC_CHECK = 1
export CORE_AREA = 10 10 73 73
export DIE_AREA = 0 0 83 83
--- ./constraint.sdc ---
current_design counter_clkgen

set clk_period 1.8
set clk_io_pct 0.2

create_clock -name clk0 -period $clk_period

set non_clock_inputs [all_inputs -no_clocks]
set_input_delay [expr $clk_period * $clk_io_pct] -clock clk0 $non_clock_inputs
set_output_delay [expr $clk_period * $clk_io_pct] -clock clk0 [all_outputs]
==> flow_metrics.py <==
# Flow results
metrics = {
    "outcome": {
        "status": "complete, but fails checks",
        "violations": "setup timing",
    },
    "global_route": {
        "busiest_layer": "met2",
        "grt_antenna_before_repair": 0,
        "grt_use_met2": 0.0691,
        "grt_pass1_vias": 588,
        "grtUsageMet3": 0.0217,
        "gr-usage-all-layers": 0.0450,
        "grt_max_degree": 7,
        "use_met1": 0.0590,
        "grt_pass1_wl_um": 2690,
        "overflow": 0,
    },
    "power": {
        "clkPwrFrac": 0,
        "power.switching_mw": 0.0718,
        "ir_drop_uv": 95.6,
        "power.share.switching": 0.307,
        "p_comb_frac": 0.911,
        "p_int_mw": 0.162,
        "power_frac_seq": 0.089,
        "p_leak_nw": 0.475,
        "p_per_area_nw_per_um2": 240,
    },
    "route": {
        "first_pass_iters": 4,
        "route.detailed.drc": 0,
        "wl_per_cell_um": 11.2,
        "drt_iter0_drc": 11,
        "ant_nets": 0,
        "avgViaCountPerCell": 3.74,
        "routed_wl_um": 1700,
        "dr_total_vias": 564,
        "diodes": 0,
    },
    "cells_and_area": {
        "syn_to_final_growth_pct": 70.4,
        "final_area_sq_um": 972,
        "fillers": 420,
        "drive_gt1_frac": 0.350,
        "final_util": 0.260,
    },
    "clock_network": {
        "ctsHoldBuffers": 0,
    },
    "worst_setup_path": {
        "path_class": "in2out",
        "cpPeakStageDelay_ps": 510,
        "crit_chain": "buf_8 -> mux2i_1 -> mux4_2 -> xnor2_2 -> and2_1 -> buf_2",
        "crit_family": "multiplexers",
        "worst_ep_arrival_time_ps": 1510,
        "critPathBufInv": 2,
        "crit_path_max_fanout": 4,
        "cp-end-kind": "output port",
        "cp_data_required_time_ps": 1440,
        "cp-start-kind": "primary input",
        "slowest_stage": "mux4_2",
    },
    "yosys": {
        "yosysSeqAreaShare": 0.140,
        "yosys.cell_types.count": 15,
        "synth-edff-count": 0,
        "ys_top_cells_by_count": "mux2i_1 (18), buf_4 (8), and2_1 (6)",
        "synth-async-reset-ratio": 0,
        "yosysTopAreaCell": "mux2i_1",
        "synth_area_per_cell_sq_um": 9.20,
        "ys.flops": 4,
        "synthCells": 62,
        "top_cell": "mux2i_1",
        "ff_type": "dfxtp_1",
        "synth_area_sq_um": 571,
        "ys_cells": 62,
        "top_cell_area_share": 0.316,
        "ys_area_sq_um": 571,
        "area_leaders": "mux2i_1 (32%), dfxtp_1 (14%), buf_4 (11%), mux4_2 (7.9%), and2_1 (6.6%)",
        "ys_warn_count": 2,
    },
    "floorplanning": {
        "io_pins": 42,
        "chip_area_sq_um": 6890,
        "placeableCoreArea_sq_um": 3740,
        "die_w_um": 83,
        "initial_utilization": 0.152,
        "die_height_um": 83,
        "rows": 22,
    },
    "sta": {
        "relSlewSlack": 0.905,
        "timing.final.ws_setup_ps": -65.4,
        "rsz0062_at_grt": "true",
        "unclocked_pins": 4,
        "worst_slew_pin_slew_ps": 139,
        "hold_viol": 0,
        "finalMaxSlewViolations": 0,
        "finalCritPeriodShare": 1.04,
        "untimed_endpoints": 4,
        "fmax_ghz": 0.536,
        "setup_viol": 2,
        "period_needed_ps": 1870,
    },
    "hold_path": {
        "hold_class": "in2out",
    },
    "place": {
        "io_buffers": 38,
        "gp_congestion": 0.733,
        "postPlaceCellArea_sq_um": 1010,
        "dp_hpwl_um": 1540,
    },
    "flow_run": {
        "drv_cap": 0,
        "tool_warnings": 39,
    },
}
registers in the layout, indices dropped and copies added (netlist names):
signal               count
rst_syn_c0.rstn_syn      1
rst_syn_c1.rstn_syn      1
rst_syn_c2.rstn_syn      1
rst_syn_c3.rstn_syn      1
layer usage:
metal  share of wire  up-vias
met5               0        -
met1            0.44      249
met3            0.11        0
li1                -      291
met4               0        0
met2            0.45       24
cell families (layout without fill, tap and decap cells):
kind of cell	count (synthesis)	after routing	synth area share
multiplexers	20	20	0.395
flip-flops	4	4	0.140
AND/OR/NAND/NOR	22	22	0.219
XOR/XNOR	4	4	0.0877
buffers and inverters	12	53	0.158
metrics by stage:
stage	std cells	TNS [ps]	hold WS, ps	power [mW]	setup WS [ps]
5_1_grt	151	-215	1380	0.255	-108
2_1_floorplan	62	-0.861	896	0.128	-0.430
4_1_cts	149	-777	1360	0.226	-713
3_5_place_dp	148	-3530	1680	0.243	-932
6_report	151	-125	1330	0.234	-65.4
3_3_place_gp	148	-3500	1680	0.241	-915
final cells by class:
type / count / area (sq um) / share of cell area
multi-input combinational: 46 / 400 / 0.412
sequential: 4 / 80.1 / 0.0824
tap: 48 / 60.1 / 0.0618
timing repair buffer: 53 / 432 / 0.444
tightest hold or removal path: stages:
cell and delay, ps:
clkdlybuf4s50_1 390, and2_1 130, clkbuf_2 90
power groups by stage:
| stage | logic [mW] | registers [mW] | clock network [mW] |
|---|---|---|---|
| CTS | 0.206 | 0.0208 | 0 |
| global route | 0.233 | 0.0214 | 0 |
| finish | 0.213 | 0.0208 | 0 |
placed cells by master, fill, tap and decap left out, drive strengths merged:
master / n
buf: 29
mux2i: 18
clkdlybuf4s50: 12
and2: 6
dlygate4sd2: 6
nand3b: 4
nand2: 4
dfxtp: 4
xnor2: 4
mux4: 2
nand3: 2
nor2: 2
nand4: 2
nand2b: 2
dlymetal6s2s: 2
clkbuf: 2
clkdlybuf4s15: 2
worst paths after layout:
kind,cells after the start,start,slack [ps],to
max,6,i_clk_sel_c3[1],-70,o_clk[3]
min,3,i_clk_enable_c0,1330,o_clk[0]
timing repair:
item	4_1_cts	5_1_grt
gates resized	65	14
setup buffers	1	2
setup endpoints to repair	8	4
pin swaps	5	5
No activity file was given, so power comes from the tool's default toggle rates.
